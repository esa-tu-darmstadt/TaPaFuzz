--- /design/flow/config.mk ---
export PLATFORM = sky130hd
export DESIGN_NAME = reg_inuse
export DESIGN_NICKNAME = reg_inuse
export VERILOG_FILES = /design/flow/design.v
export SDC_FILE = /design/flow/constraint.sdc
export NUM_CORES = 4
export LEC_CHECK = 1
export CORE_UTILIZATION = 40
--- /design/flow/constraint.sdc ---
current_design reg_inuse

set clk_period 5.3
set clk_io_pct 0.2

create_clock -name clk0 -period $clk_period [get_ports {clk}]

set non_clock_inputs [all_inputs -no_clocks]
set_input_delay [expr $clk_period * $clk_io_pct] -clock clk0 $non_clock_inputs
set_output_delay [expr $clk_period * $clk_io_pct] -clock clk0 [all_outputs]
--- /design/flow/design.v ---
package debug_cfg_types;
    parameter DTMCS_USER_REG = 3;
    parameter DMI_USER_REG = 4;
    parameter HARTSELLEN = 9;  
    parameter NUM_CPUS = 4;
        typedef struct packed{
        logic [31:29] zero1;
        logic [28:24] progsize;
        logic [23:13] zero2;
        logic busy;
        logic zero3;
        logic[10:8] cmderr;
        logic [7:4] zero4;
        logic [3:0] datacount;
    } abstract_control_and_status_t;
    typedef struct packed{
        logic [13:0] zero1;
        logic dmihardreset;
        logic dmireset;
        logic zero2;
        logic [2:0] idle;
        logic [1:0] dmistat;
        logic [5:0] abits;
        logic [3:0] version;
    } dtmcs_t;
    typedef struct packed{
        logic [6:0] address;
        logic [31:0] data;
        logic [1:0] op;
    } dmi_t;    
      typedef struct packed{
          logic [7:0] cmdtype;
          logic zero1;
          logic [2:0] size;
          logic zero2;
          logic postexec;
          logic transfer;
          logic write;
          logic [15:0] regno;
      } abstract_command_t;    
    typedef enum bit [6:0] {
        ABSTRACT_DATA0 = 7'h04,
        ABSTRACT_DATA1 = 7'h05,
        ABSTRACT_DATA2 = 7'h06,
        DEBUG_MODULE_CONTROL = 7'h10,
        DEBUG_MODULE_STATUS = 7'h11,
        HART_INFO = 7'h12,
        HALT_SUMMARY = 7'h13,
        HART_ARRAY_WINDOW_SELECT = 7'h14,
        HART_ARRAY_WINDOW = 7'h15,
        ABSTRACT_CONTROL_AND_STATUS = 7'h16,
        ABSTRACT_COMMAND = 7'h17,
        ABSTRACT_COMMAND_AUTOEXEC = 7'h18,
        CONFIG_STRING_ADDR0 = 7'h19,
        CONFIG_STRING_ADDR1 = 7'h1a,
        CONFIG_STRING_ADDR2 = 7'h1b,
        CONFIG_STRING_ADDR3 = 7'h1c,
        PROGRAM_BUFFER0 = 7'h20,
        PROGRAM_BUFFER1 = 7'h21,
        PROGRAM_BUFFER2 = 7'h22,
        PROGRAM_BUFFER3 = 7'h23,
        PROGRAM_BUFFER4 = 7'h24,
        PROGRAM_BUFFER5 = 7'h25,
        PROGRAM_BUFFER6 = 7'h26,
        PROGRAM_BUFFER7 = 7'h27,
        PROGRAM_BUFFER8 = 7'h28,
        PROGRAM_BUFFER9 = 7'h29,
        PROGRAM_BUFFER10 = 7'h2a,
        PROGRAM_BUFFER11 = 7'h2b,
        PROGRAM_BUFFER12 = 7'h2c,
        PROGRAM_BUFFER13 = 7'h2d,
        PROGRAM_BUFFER14 = 7'h2e,
        PROGRAM_BUFFER15 = 7'h2f
    } dm_addr_map_t;
    typedef enum bit [15:0] {
        DEBUG_CSR = 16'h7b0,
        DEBUG_PC = 16'h7b1,
        DEBUG_SCRATCH1 = 16'h7b2,
        DEBUG_SCRATCH2 = 16'h7b3
        } riscv_debug_addr_map_t;
    typedef enum bit [1:0] {
        DMI_OP_NOP = 2'b00,
        DMI_OP_READ = 2'b01,
        DMI_OP_WRITE = 2'b10,
        DMI_OP_RESERVED = 2'b11
    } dmi_jtag_op_t;    
    typedef enum bit [1:0] {
        DMI_STATUS_SUCCESS = 2'b00,
        DMI_STATUS_RESERVED = 2'b01,
        DMI_STATUS_FAILED = 2'b10,
        DMI_STATUS_BUSY = 2'b11
    } dmi_response_op_t;        
    typedef struct packed{
        logic[31:23] zero1;
        logic impebreak;
        logic[21:20] zero2;
        logic allhavereset;
        logic anyhavereset;
        logic allresumeack;
        logic anyresumeack;
        logic allnonexistent;
        logic anynonexistent;
        logic allunavail;
        logic anyunavail;
        logic allrunning;
        logic anyrunning;
        logic allhalted;
        logic anyhalted;
        logic authenticated;
        logic authbusy;
        logic zero3; 
        logic cfgstrvalid;
        logic [3:0] version;
    } DM_Status_t;
    typedef struct packed{
        logic haltreq;
        logic resumereq;
        logic hartreset;
        logic ackhavereset;
        logic zero1;
        logic hasel; 
        logic [25:16] hartsello;
        logic [15:6] hartselhi; 
        logic [5:2] zero2;
        logic ndmreset;
        logic dmactive;
    } DM_control_t;
        typedef struct packed{
        logic [31:24] zero1;
        logic [23:20] nscratch;
        logic [19:17] zero2;
        logic dataaccess;
        logic [15:12] datasize;
        logic [11:0] dataaddr;
    } hart_info_t;
    typedef struct packed {    
        logic [6:0] address;
        logic [31:0] jtag_data;
        logic [31:0] dmi_data;
        logic new_request;
        logic rnw;
        logic handled;
        logic [1:0] response;
    }dmi_interface_t;
    typedef struct packed{
        logic [6:0] address;
        logic [31:0] jtag_data;
        logic new_request;
        logic rnw;
    } jtag_commands_t;
endpackage
interface dmi_interface;
    logic [6:0] address;
    logic [31:0] jtag_data;
    logic [31:0] dmi_data;
    logic new_request;
    logic rnw;
    logic handled;
    logic [1:0] response;
    modport jtag (
            input handled, response, dmi_data,
            output address, jtag_data, new_request, rnw);
    modport dmi (
            output handled, response, dmi_data,
            input address, jtag_data, new_request, rnw);
endinterface
interface dmi_cpu_interface;
    logic halt;
    logic resume;
    logic reset;
    logic halt_ack;
    logic resume_ack;
    logic reset_ack;
    logic halt_ack_recv;
    logic resume_ack_recv;
    logic running;
    logic [31:0] read_data;
    logic [31:0] write_data;
    logic [31:0] read_write_addr;
    logic [3:0] program_buffer_addr;
    logic [31:0] program_buffer_data;
    logic rnw;
    logic rnw_ack;
    logic rnw_new_request;
    modport dmi (
            input halt_ack, resume_ack,program_buffer_addr, reset_ack,running,halt_ack_recv,resume_ack_recv,read_data,rnw_ack,
            output halt, resume,program_buffer_data,reset,write_data,rnw_new_request,rnw,read_write_addr);
    modport cpu (
            output halt_ack, resume_ack,program_buffer_addr, reset_ack,running,halt_ack_recv,resume_ack_recv,read_data,rnw_ack,
            input halt, resume, program_buffer_data,reset,write_data,rnw_new_request,rnw,read_write_addr);
endinterface  
package l2_config_and_types;
    localparam L2_NUM_PORTS = 2;
    parameter L2_SUB_ID_W = 2;  
    localparam L2_INPUT_FIFO_DEPTHS = 16;
    localparam L2_INVALIDATION_FIFO_DEPTHS = 16;
    localparam L2_READ_RETURN_FIFO_DEPTHS = 1; 
    localparam L2_MEM_ADDR_FIFO_DEPTH = 16;
    localparam L2_DATA_ATTRIBUTES_FIFO_DEPTH = 32; 
    localparam L2_ID_W = $clog2(L2_NUM_PORTS) + L2_SUB_ID_W;
    typedef struct packed{
        logic [29:0] addr;
        logic rnw;
        logic is_amo;
        logic [4:0] amo_type_or_burst_size;
        logic [L2_SUB_ID_W-1:0] sub_id;
    } l2_request_t;
    typedef struct packed{
        logic [31:0] data;
        logic [3:0] be;
    } l2_data_request_t;
    typedef struct packed{
        logic [29:0] addr;
        logic rnw;
        logic is_amo;
        logic [4:0] amo_type_or_burst_size;
        logic [L2_ID_W-1:0] id;
    } l2_mem_request_t;
    typedef struct packed{
        logic [$clog2(L2_NUM_PORTS)-1:0] id;
        logic [4:0] burst_size;
        logic abort;
    } l2_data_attributes_t;
    typedef struct packed{
        logic [$clog2(L2_NUM_PORTS)-1:0] id;
        logic [L2_SUB_ID_W-1:0] sub_id;
        logic [31:0] data;
    } l2_mem_return_data_t;
    typedef struct packed{
        logic [L2_SUB_ID_W-1:0] sub_id;
        logic [31:0] data;
    } l2_return_data_t;
endpackage
interface local_memory_interface;
    logic[29:0] addr;
    logic en;
    logic[3:0] be;
    logic[31:0] data_in;
    logic[31:0] data_out;
    modport slave (input addr, en, be, data_in, output data_out);
    modport master (output addr, en, be, data_in, input data_out);
    modport formal (input addr, en, be, data_in, data_out);
endinterface
import taiga_config::*;
import taiga_types::*;
module reg_inuse (
        input logic clk,
        input logic rst,
        input logic clr,
        input logic [4:0] rs1_addr,
        input logic [4:0] rs2_addr,
        input logic [4:0] issued_rd_addr,
        input logic [4:0] retired_rd_addr,
        input logic issued,
        input logic retired,
        output logic rs1_inuse,
        output logic rs2_inuse
        );
    logic bankA [32];
    logic bankB [32];
    logic [4:0] w_clear;
    logic [4:0] wb_rd_addr_muxed;
    logic wb_collision;
    // synthesis translate_off
    initial bankA = '{default: 0};
    initial bankB = '{default: 0};
    // synthesis translate_on
    assign wb_rd_addr_muxed = clr ? w_clear : retired_rd_addr;
    always_ff @ (posedge clk) begin
        if (rst)
            w_clear <= 0;
        else
            w_clear <= w_clear + 5'(clr);
    end
    assign wb_collision = retired && (issued_rd_addr == retired_rd_addr);
    always_ff @ (posedge clk) begin
        if (issued)
            bankA[issued_rd_addr] <= wb_collision ? ~bankA[wb_rd_addr_muxed] : ~bankB[issued_rd_addr];
    end
    always_ff @ (posedge clk) begin
        if (retired | clr)
            bankB[wb_rd_addr_muxed] <= bankA[wb_rd_addr_muxed];
    end
    assign rs1_inuse = bankA[rs1_addr] ^ bankB[rs1_addr];
    assign rs2_inuse = bankA[rs2_addr] ^ bankB[rs2_addr];
    // synthesis translate_off
    logic sim_inuse [32];
    always_comb begin
        foreach (sim_inuse[i])
            sim_inuse[i] = bankA[i] ^ bankB[i];
    end
    // synthesis translate_on
endmodule
--- /design/flow/run.sh ---
#!/bin/bash
# OpenROAD 26Q1-2900-gdf79404cd8, Yosys 0.63+post, stock flow scripts
make -C /OpenROAD-flow-scripts/flow DESIGN_CONFIG=/design/flow/config.mk WORK_HOME=/design/flow/orfs finish
==> Changelog: implementation <==
## Implementation

- Status: complete, no violations
- Yosys Chip Area: 4390 um2
- Number of enable flip-flop cells: 64
- Post-synthesis cell count from yosys: 330
- Boundary Pins: 27
- Die Span X: 107 um
- Unrepaired setup endpoints after global routing: false
- N_diodes: 0
- CTS tree: yes
- Worst Hold Class: reg -> reg
- Post-CTS Setup Repair Bufs: 0
- Worst path slowest cell: mux4_1
- Num rows: 37
- Crit Reg-Reg Startpoint: w_clear[4]$_SDFF_PP0_
- Syn_area_per_cell: 13.3 um2
- Period Utilization, post-route: 0.903
- Die H: 107 um
- VDD IR max: 0.104 mV
- Worst Setup EP: rs2_inuse
- Worst-path fanout max: 16
- Async SR Flop Fraction: 0
- Post-synth regs: 69
- Drt first pass iters: 5
- GRT overflow: 0
- CTS Sinks: 69
- HPWL after DPL: 7.76 mm
- DRC Markers: 0
- Most used cell, CP: clkdlybuf4s50_1
- Ys Warns: 4
- Fin Clk Skew: 0.0145 ns
- Final setup viols: 0
- Max stage delay on crit path: 0.60 ns
- Fin. Hold Viols: 0
- Latency at later pin: 0.35 ns
- Fp util: 0.420
- Arr. time, crit path: 3.73 ns
- Post-synth seq share: 0.461
- Fmax: 209 MHz
- All-layer global routing usage: 0.222
- Clk pin slew, worst setup/hold paths: 0.07 ns
- Critical Path RT: 4.24 ns
- Ratio of cells with drive above 1 in the final layout: 0.204
- Power consumption: 0.00121 W
- Number of CTS-inserted buffers: 9
- Total negative slack: 0 ns
- Yosys top cell by area: edfxtp_1
- Root buf cell: clkbuf_8
- Post-cts hold-fix buffer tally: 0
- First-pass GRT wire length: 17.3 mm
- Post-synth area hogs: edfxtp_1, mux4_2, mux4_1, nor2_1, dfxtp_1
- Routability cong.: 0.881
- Number of global-route vias before repair: 3083
- Critical path depth: 7
- Max Cap Viol: 0
- CP top delay family: multiplexers
- Top Layout Cells: nor2_1, edfxtp_1, mux4_2, clkdlybuf4s50_1, a21oi_1
- Setup crit start kind: input port
- Most used logic cell in the final layout: nor2_1
- Cell Type Count: 44
- Reg2Reg Setup Slack: 2.43 ns
- Via density: 6.19
- Crit path from: rs2_addr[0]
- Input/output buffers: 26
- Crit. End Element: output pin
- Vias: 3058
- Count of tool warnings: 25
- Final wirelength: 11.0 mm
- Overall die area: 11400 um2
- Reg2reg end: bankA[26]$_DFFE_PP_
- Area Overhead vs Synth: 12.4%
- Final Critical Period: 4.79 ns
- Max Slew Vio Count: 0
- Top-area cell share: 0.438
- Core Box Area: 10500 um2
- Htree depth: 3
- Dominant register cell: edfxtp_1
- Worst path cell trace: clkdlybuf4s50_1 -> buf_4 -> mux4_1 -> mux4_2 -> mux2i_1 -> xor2_1 -> clkdlybuf4s50_1
- Post-Synthesis Cells: 330
- Gates resized, CTS repair: 0
- Initial antenna violation count: 0
- Routed Antenna Nets: 0
- Worst path buffer plus inverter count: 3
- Cell Area, Synth: 4390 um2
- Worst Tran Pin Value: 0.814 ns
- Largest net degree at the start of global routing: 34
- Initial drt markers: 357
- Clock buffer depth: 2
- Critical path class: in -> out
- Wire per inst: 22.2 um
- PwrDens: 246 nW/um2
- Cells on worst reg2reg path: 8
- Rel. slew slack: 0.455
- Leak: 1.57 nW
## worst min-delay path by stage
stage / start / end / slack, ns / depth (start not counted)
after global routing: w_clear[2]$_SDFF_PP0_ / w_clear[2]$_SDFF_PP0_ / 0.67 / 2
after CTS: w_clear[4]$_SDFF_PP0_ / w_clear[4]$_SDFF_PP0_ / 0.63 / 2
final: w_clear[2]$_SDFF_PP0_ / w_clear[2]$_SDFF_PP0_ / 0.63 / 2
## through the flow
stage | worst slack, ns | hold WS, ns | instances | cell area (um2) | util
after global placement | 0.497 | 0.619 | 479 | 4770 | 0.456
after detailed placement | 0.493 | 0.627 | 479 | 4770 | 0.456
after global routing | 0.383 | 0.673 | 494 | 4930 | 0.472
after CTS | 0.493 | 0.633 | 494 | 4930 | 0.472
after floorplan | 0.947 | 0.560 | 330 | 4390 | -
final | 0.514 | 0.630 | 494 | 4930 | 0.472
## cell usage after synthesis (2+ instances only)
master    count
nor2_1       76
edfxtp_1     64
mux4_2       37
a21oi_1      18
clkbuf_1     11
mux4_1       11
nand2_1       9
nand3b_1      9
mux2_2        7
mux2i_1       7
xor2_1        7
nand3_1       6
nor4_1        6
dfxtp_1       5
nor2b_1       5
or3b_2        5
buf_2         4
o22ai_1       4
or3_1         4
buf_6         3
nand2b_1      3
xnor2_1       3
a32oi_1       2
ha_1          2
inv_1         2
o21ai_0       2
## cell type report
| cell class | instances | area (um2) |
|---|---|---|
| Fill cell | 954 | 5530 |
| Tap cell | 136 | 170 |
| Sequential cell | 69 | 2020 |
| Multi-Input combinational cell | 239 | 2260 |
| Clock buffer | 9 | 124 |
| Inverter | 2 | 7.51 |
| Clock inverter | 6 | 41.3 |
| Timing Repair Buffer | 33 | 313 |
## cell families (layout without fill, tap and decap cells)
logic type | Yosys count | count (layout) | synth area share
AOI/OAI and AO/OA | 34 | 34 | 0.0479
xor gates and xnor gates | 10 | 10 | 0.0200
adders and majority gates | 2 | 2 | 0.00570
buffers and inverters | 22 | 50 | 0.0276
DFF | 69 | 69 | 0.461
muxes | 63 | 63 | 0.293
and+or+nand+nor | 130 | 130 | 0.146
## state kept, by name (all words and copies together) (netlist names)
| signal | cells |
|---|---|
| bankA | 32 |
| w_clear | 5 |
| bankB | 32 |
## worst min-delay path, delay by kind of cell, from the launching register on
family / cells / cell delay [ns]
DFF: 1 / 0.39
xor gates and xnor gates: 1 / 0.16
and+or+nand+nor: 1 / 0.04
## where the power goes
part	switching, W	total, W	internal [W]
Clock	0.000205	0.000371	0.000166
Combinational	0.000113	0.000213	0.000100
Sequential	0.00000674	0.000628	0.000621
## routing by layer
layer  track usage  wire (um)  vias up  part of all wire
li1              -          -     1366                 -
met1         0.349       4710     1501              0.43
met2         0.301       4740      180              0.43
met3         0.126       1400       11              0.13
met4        0.0196        136        0             0.012
met5             0          0        -                 0
Power is estimated from default activity; no workload was simulated.
